### flow/config.mk
export PLATFORM = sky130hd
export DESIGN_NAME = top
export DESIGN_NICKNAME = top
export VERILOG_FILES = /design/flow/design.v
export SDC_FILE = /design/flow/constraint.sdc
export NUM_CORES = 4
export LEC_CHECK = 1
export CORE_UTILIZATION = 30
### flow/constraint.sdc
current_design top

set clk_period 4.8
set clk_io_pct 0.2

create_clock -name clk0 -period $clk_period [get_ports {ck}]

set non_clock_inputs [all_inputs -no_clocks]
set_input_delay [expr $clk_period * $clk_io_pct] -clock clk0 $non_clock_inputs
set_output_delay [expr $clk_period * $clk_io_pct] -clock clk0 [all_outputs]
### flow/design.v
module CLK(
	input ck,reset,
	output reg ck1
);
reg [31:0]conter;
parameter data = 10;
always@(posedge ck,negedge reset)
begin
	if(reset == 1'b0)
	begin
		conter <= 32'd0;
		ck1 <= 1'b0;
	end
	else
	begin
		if(conter == data)
		begin
			conter <= 32'd0;
			ck1 <= ~ck1;
		end
		else
		begin
			conter <= conter + 32'd1;
		end
	end
end
endmodule
module butten(
	input ck,sw,reset,
	output reg db
);
parameter n = 20;
reg [n-1:0] q_reg,q_next;
reg DFF1,DFF2;
wire q_add,q_reset;
assign q_reset = ( DFF1 ^ DFF2 );
assign q_add = ~(q_reg[n-1]);
always@(q_reset,q_add,q_reg)
begin
	case({q_reset,q_add})
		2'b00:
			q_next <= q_reg;
		2'b01:
			q_next <= q_reg + 1;
		default:
			q_next <= {n{1'b0}};
	endcase
end
always@(posedge ck,negedge reset)
begin
	if(reset == 1'b0)
	begin
		DFF1 <= 1'b0;
		DFF2 <= 1'b0;
		q_reg <= {n{1'b0}};
	end
	else
	begin
		DFF1 <= sw;
		DFF2 <= DFF1;
		q_reg <= q_next;
	end
end
always@(posedge ck)
begin
	if(q_reg[n-1] == 1'b1)
		db <= DFF2;
	else
		db <= db;
end
endmodule 
module main(
	input ck,reset,
	input co5,co10,pay,
	output reg [3:0]ten,single,
	output reg payok,change
);
reg [2:0]fsm,fsm_next;
reg [3:0]ten_next,single_next;
always@(posedge ck,negedge reset)
begin
	if(!reset)
	begin
		fsm <= 3'd0;
		ten <= 4'd0;
		single <= 4'd0;
	end
	else
	begin
		fsm <= fsm_next;
		ten <= ten_next;
		single <= single_next;
	end
end
always@(*)
begin
	case(fsm)
		3'd0:
		begin
			fsm_next = fsm;
			ten_next = ten;
			single_next = single;
			change = 1'b0;
			payok = 1'b0;
			if(co5 == 1'b1)
			begin
				fsm_next = 3'd1;
			end
			if(co10 == 1'b1)
			begin
				fsm_next = 3'd2;
			end
			if(pay == 1'b1)
			begin
				fsm_next = 3'd3;
			end
		end
		3'd1:
		begin
			fsm_next = fsm;
			ten_next = ten;
			single_next = single;
			change = 1'b0;
			payok = 1'b0;
			if(co5 == 1'b0)
			begin
				if(ten < 4'd3 && single == 4'd0)
				begin
					single_next = 4'd5;
				end
				else if(ten < 4'd3 && single == 4'd5)
				begin
					single_next = 4'd0;
					if(ten < 4'd3)
					begin
						ten_next = ten + 4'd1;
					end
				end
				fsm_next = 3'd0;
			end
		end
		3'd2:
		begin
			fsm_next = fsm;
			ten_next = ten;
			single_next = single;
			change = 1'b0;
			payok = 1'b0;
			if(co10 == 1'b0)
			begin
				if(ten < 4'd3)
				begin
					ten_next = ten + 4'd1;
				end
				fsm_next = 3'd0;
			end
		end
		3'd3:
		begin
			fsm_next = fsm;
			ten_next = ten;
			single_next = single;
			change = 1'b0;
			payok = 1'b0;
			if(pay == 1'b0)
			begin
				fsm_next = 3'd0;
				if(ten == 4'd3)
				begin
					fsm_next = 3'd5;
				end
				else if(ten == 4'd2 && single == 4'd5)
				begin
					fsm_next = 3'd4;
				end
			end
		end
		3'd4:
		begin
			fsm_next = fsm;
			ten_next = 4'd0;
			single_next = 4'd0;
			change = 1'b0;
			payok = 1'b1;
		end
		3'd5:
		begin
			fsm_next = fsm;
			ten_next = 4'd0;
			single_next = 4'd5;
			change = 1'b1;
			payok = 1'b1;
		end
		default:
		begin
			fsm_next = 3'd0;
			ten_next = 4'd0;
			single_next = 4'd0;
		end
	endcase
end
endmodule
module seg7(
	input [3:0]seg_data,
	input [1:0]ctrl_data,
	output reg [6:0]seg,
	output reg [1:0]ctrl
);
always@(seg_data)
begin
	case(seg_data)
		4'd0:
		begin
			seg = 7'b1111110;
		end
		4'd1:
		begin
			seg = 7'b0110000;
		end
		4'd2:
		begin
			seg = 7'b1101101;
		end
		4'd3:
		begin
			seg = 7'b1111001;
		end
		4'd4:
		begin
			seg = 7'b0110011;
		end
		4'd5:
		begin
			seg = 7'b1011011;
		end
		4'd6:
		begin
			seg = 7'b1011111;
		end
		4'd7:
		begin
			seg = 7'b1110010;
		end
		4'd8:
		begin
			seg = 7'b1111111;
		end
		4'd9:
		begin
			seg = 7'b1111011;
		end
		default:
		begin
			seg = 7'b1110110;
		end
	endcase
end
always@(ctrl_data)
begin
	case(ctrl_data)
		2'd1:
		begin
			ctrl = 2'b01;
		end
		2'd2:
		begin
			ctrl = 2'b10;
		end
		default:
		begin
			ctrl = 2'b11;
		end
	endcase
end
endmodule
module top(
	input ck,reset,
	input co5,co10,pay,
	output [6:0]seg,
	output [1:0]ctrl,
	output payok,change
);
wire co5_w,co10_w,pay_w;
wire ck1;
wire [3:0]seg_data;
wire [1:0]ctrl_data;
wire [1:0]ctrl_not;
wire payok_not,change_not;
wire [3:0]ten,single;
assign seg_data = (ck1)? ten : single;
assign ctrl_data = (ck1)? 2'd2 : 2'd1;
assign payok = ~payok_not;
assign change = ~change_not;
assign ctrl = ~ctrl_not;
main u4(
	.ck(ck),
	.reset(reset),
	.co5(~co5_w),
	.co10(~co10_w),
	.pay(~pay_w),
	.ten(ten),
	.single(single),
	.payok(payok_not),
	.change(change_not)
);
seg7 u5(
	.seg_data(seg_data),
	.ctrl_data(ctrl_data),
	.seg(seg),
	.ctrl(ctrl_not)
);
butten u1(
	.ck(ck),
	.reset(reset),
	.sw(co5),
	.db(co5_w)
);
butten u2(
	.ck(ck),
	.reset(reset),
	.sw(co10),
	.db(co10_w)
);
butten u6(
	.ck(ck),
	.reset(reset),
	.sw(pay),
	.db(pay_w)
);
CLK #(.data(500000))
u3(
	.ck(ck),
	.reset(reset),
	.ck1(ck1)
);
endmodule
### flow/run.sh
#!/bin/bash
# OpenROAD 26Q1-2900-gdf79404cd8, Yosys 0.63+post, stock flow scripts
make -C /OpenROAD-flow-scripts/flow DESIGN_CONFIG=/design/flow/config.mk WORK_HOME=/design/flow/orfs finish
==> results.cfg <==
; implementation run metrics
[yosys]
edf_count = 3
synth-main-ff-cell = dfrtp_1
syn_area_per_cell_um2 = 10.1
topCellsByArea = dfrtp_1 48%, xnor2_1 7.3%, nor2_1 4.7%
synth_area_leader_cell = dfrtp_1
synth_flops = 115
synthArstFlopShare_pct = 95.7
ys_cells = 560
yosys_warnings = 4
ys_types = 54
netlist_instances = 560
yosys-stat-area_mm2 = 0.00566
synth_area_mm2 = 0.00566
synth_top_area_share_pct = 48.2

[floorplanning]
fp.dieW_um = 139
initial_core_util_pct = 31.1
die_area_mm2 = 0.0194
coreArea_mm2 = 0.0182
die_h_um = 139
std_cell_rows = 49
io_pins = 16

[sta]
finalCritPeriodShare_pct = 75.1
tns_ps = 0
setup_viol = 0
rsz0062_at_grt = no
unclocked_pins = 2
period_minus_slack_ps = 3610
fmax_mhz = 277
relSlewSlack_pct = 46.4
unconstrained_endpoints = 4
slew_violations = 0
hold_viol_final = 0
worstMarginPinSlew_ps = 804
skew_ps = 8.24

[final_layout]
largest_reg_flops = 32
final_cell_area_mm2 = 0.00672
syn2layout_area_growth_pct = 18.8
largest-register = u3.conter
fillers = 1690
layout-drive-gt1-share_pct = 9.02

[global_routing]
antenna_found_initial = 0
grt_pass1_vias = 3945
grt_max_degree = 64
overflow = 0
grt_pass1_wl_um = 18600
grt_usage_pct = 11.6

[drt]
antennaDiodeCount = 0
via_per_inst = 4.98
drt_iter0_drc = 224
drt_wl_total_um = 10400
drt_pre_antenna_iters = 4
route.detailed.drc = 0
routedWlPerCell_um = 12.5
drtAntennaViolNets = 0
vias = 4123

[clocking]
root_buffer = clkbuf_16
cts_setup_buffers = 0
htree_levels = 4
clk_pin_slew_ps = 50
ctsResizeCount = 0
cts.hold.buffers_added = 0
cts_tree = yes
insertion_delay_ps = 410
clk_path_buf_depth = 2
cts_buffers = 17

[flow_run]
max_cap_violations = 0
warnings = 32

[placement]
post_dp_cell_area_mm2 = 0.00606
portBuffers = 15
gp_congestion = 0.830
dp_hpwl_um = 6890

[worst_setup_path]
start_kind = register
arrival_ps = 2650
slowest_stage = clkdlybuf4s50_1
path_class = register to output pin
path_cells = nor2b_1, a21oi_1, inv_1, ha_1, a211oi_1, a21oi_1, o22ai_1, clkdlybuf4s50_1
cp_data_required_time_ps = 3840
worstPathMaxFanout = 6
slowest_delay_ps = 490
cpMostUsedCell = a21oi_1
endpoint_kind = output pin

[pwr]
peakVddDrop_v = 0.000243
power.density_mw_per_mm2 = 363
p_total_mw = 2.44
p_leak_nw = 2.84

[outcome]
outcome = finished, final reports clean

[worst_hold_path]
min_path_type = register to register
area by class of cell:
cell class                      count  area (um^2)  share of cell area, %
Tap cell                          229          287                   4.26
Clock inverter                     10          180                   2.68
Sequential cell                   115         2870                   42.8
Inverter                           20         75.1                   1.12
Multi-Input combinational cell    413         2650                   39.5
Clock buffer                       22          474                   7.06
Timing Repair Buffer               19          178                   2.64
stage by stage:
stage / utilization [%] / worst slack [ps] / cells / hold WS (ps)
2_1_floorplan: - / 2260 / 560 / 410
3_3_place_gp: 33.3 / 1730 / 796 / 416
3_5_place_dp: 33.3 / 1640 / 796 / 426
4_1_cts: 36.9 / 1190 / 828 / 437
5_1_grt: 36.9 / 960 / 828 / 448
6_report: 36.9 / 1190 / 828 / 430
Yosys cell counts, types with 2 or more instances:
| master | count |
|---|---|
| a31o_2 | 4 |
| nand4_1 | 26 |
| inv_1 | 20 |
| a21oi_1 | 23 |
| nand3_1 | 30 |
| a21o_1 | 4 |
| and2_1 | 2 |
| mux2_2 | 3 |
| a41o_1 | 3 |
| and4_1 | 7 |
| nor4_1 | 13 |
| nor3_1 | 15 |
| nand2_1 | 40 |
| o211ai_1 | 4 |
| or4_1 | 5 |
| nand2b_1 | 3 |
| dfrtp_1 | 109 |
| o21ai_0 | 12 |
| or3_1 | 7 |
| nor4b_1 | 6 |
| ha_1 | 13 |
| edfxtp_1 | 3 |
| nor2_1 | 71 |
| mux2i_1 | 7 |
| clkbuf_1 | 9 |
| or4_4 | 2 |
| a31oi_1 | 3 |
| nor4_2 | 2 |
| and3_1 | 9 |
| o21a_1 | 2 |
| xnor2_1 | 47 |
| nor2b_1 | 7 |
| dlxtn_1 | 2 |
| nand4b_1 | 3 |
| or2_2 | 2 |
| xor2_1 | 20 |
| nand3b_1 | 5 |
kinds of logic (layout without fill, tap and decap cells):
family	after synthesis	count (layout)	share of synthesized area, %
compound gates	60	60	6.61
xor+xnor	67	67	10.4
fa+ha+maj	13	13	2.88
buf+inv	32	71	2.32
flops	113	113	50.3
latches	2	2	0.531
mux	10	10	1.84
simple gates	263	263	25.2
worst paths after layout:
kind | start | end | slack, ps | cells past startpoint
max | u4.single[0] | seg[0] | 1190 | 8
min | u2.DFF1 | u2.DFF2 | 430 | 0
max reg2reg | u3.conter[0] | u3.ck1 | 2670 | 6
min reg2reg | u2.DFF1 | u2.DFF2 | 430 | 0
max in group asynchronous | reset | u1.DFF1 | 3050 | 2
min in group asynchronous | reset | u3.conter[20] | 650 | 1
power by group:
group,leakage [nW],internal (mW),switching (mW)
clock,0.316,0.958,0.407
sequential,1.54,0.973,0.0203
combinational,0.975,0.0266,0.0542
layer usage:
| metal | global-route usage [%] | wire, um | vias up |
|---|---|---|---|
| li1 | - | - | 2043 |
| met1 | 18.0 | 5160 | 1994 |
| met2 | 17.2 | 4580 | 71 |
| met3 | 2.77 | 426 | 15 |
| met4 | 2.05 | 182 | 0 |
| met5 | 0 | 0 | - |
critical path, delay by kind of cell (launching register included):
kind / cells / cell delay (ps)
compound gates: 4 / 810
buf+inv: 2 / 620
simple gates: 1 / 160
flops: 1 / 430
fa+ha+maj: 1 / 240
layout by cell type, fill, tap and decap left out, types with 6 or more instances in the layout:
master             n
nor2_1            71
xnor2_1           47
a21oi_1           23
clkdlybuf4s50_1   14
mux2i_1            7
ha_1              13
nor3_1            15
or3_1              7
nor4_1            13
xor2_1            20
nand3_1           30
clkbuf_16         17
dfrtp_1          109
nor4b_1            6
nor2b_1            7
inv_1             20
nand4_1           26
nand2_1           40
and3_1             9
and4_1             7
o21ai_0           12
No activity file was given, so power comes from the tool's default toggle rates.
