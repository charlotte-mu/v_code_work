==> flow/design.v <==
module TOP(
	input ck,reset,
	output [7:0]seg,
	output [5:0]ctrl
);
wire [5:0]ctrl_w;
wire ck1;
assign ctrl = ~ctrl_w;
CLK u1(
	.ck(ck),
	.reset(reset),
	.ck1(ck1)
);
control u2(
	.ck(ck1),
	.reset(reset),
	.seg(seg),
	.ctrl(ctrl_w)
);
endmodule
module control(
	input ck,reset,
	output reg [7:0]seg,
	output reg [5:0]ctrl
);
reg data;
always@(posedge ck,negedge reset)
begin
	if(!reset)
	begin
		seg <= 8'b0000_0000;
		ctrl <= 6'b000000;
		data <= 1'b0;
	end
	else
	begin
		if(data == 1'b0)
		begin
			seg <= 8'b1100_0110;
			ctrl <= 6'b111000;
			data <= 1'd1;
		end
		else
		begin
			seg <= 8'b0011_1010;
			ctrl <= 6'b000111;
			data <= 1'd0;
		end
	end
end
endmodule
module CLK(
	input ck,reset,
	output reg ck1
);
reg [31:0]conter;
parameter data = 10;
always@(posedge ck,negedge reset)
begin
	if(reset == 1'b0)
	begin
		conter <= 32'd0;
		ck1 <= 1'b0;
	end
	else
	begin
		if(conter == data)
		begin
			conter <= 32'd0;
			ck1 <= ~ck1;
		end
		else
		begin
			conter <= conter + 32'd1;
		end
	end
end
endmodule
==> flow/run.sh <==
#!/bin/bash
# OpenROAD 26Q1-2900-gdf79404cd8, Yosys 0.63+post, stock flow scripts
make -C /OpenROAD-flow-scripts/flow DESIGN_CONFIG=/design/flow/config.mk WORK_HOME=/design/flow/orfs finish
==> flow/config.mk <==
export PLATFORM = sky130hd
export DESIGN_NAME = TOP
export DESIGN_NICKNAME = TOP
export VERILOG_FILES = /design/flow/design.v
export SDC_FILE = /design/flow/constraint.sdc
export NUM_CORES = 4
export LEC_CHECK = 1
export CORE_UTILIZATION = 30
==> flow/constraint.sdc <==
current_design TOP

set clk_period 5.6
set clk_io_pct 0.2

create_clock -name clk0 -period $clk_period [get_ports {ck}]

set non_clock_inputs [all_inputs -no_clocks]
set_input_delay [expr $clk_period * $clk_io_pct] -clock clk0 $non_clock_inputs
set_output_delay [expr $clk_period * $clk_io_pct] -clock clk0 [all_outputs]
==> flow_summary.yaml <==
# flow metrics
outcome:
  outcome: "completed"
final_timing:
  holdWs_ns: 0.481
  finalMaxSlewViolations: 0
  post-route-worst-setup-slack_ns: 3.74
  fmax_mhz: 538
  skew_ns: 0.00773
  untimed_endpoints: 15
  rsz0062_at_grt: "false"
  fin_tns_setup_ns: 0
  max_slew_margin_pct: 57.5
  share_of_the_clock_period_used_by_the_worst_path_after_layout_pct: 33.2
  min_period_ns: 1.86
  final_report_setup_violation_count: 0
  final-hold-violation-count: 0
  unclocked_pins: 3
  tightest_slew_ns: 0.636
floorplan:
  fp.coreArea_um2: 5680
  io_pins: 16
  fp-row-count: 27
  die-area_um2: 6350
  die_w_um: 79.7
  floorplan.die.height_um: 79.7
  core_util_floorplan_pct: 31.9
synth:
  post_synth_num_cell_types: 27
  post_synth_xor_area_fraction_pct: 15.0
  adder_share_pct: 1.38
  synth_flop_count: 36
  multiplexer_share_pct: 0
  synth.yosys.warnings: 2
  post_synth_and_or_nand_nor_area_fraction_pct: 26.4
  top_logic_kind: "simple AND/OR/NAND/NOR gates"
  ys_cells: 163
  syn-cell-area_um2: 1810
  yosys-stat-area_um2: 1810
  avg_cell_area_syn_um2: 11.1
  ys_seq_share_pct: 49.7
  synth-compound-area-share_pct: 0
  netlist_instances: 163
run:
  warning_count: 26
  maxCapViolCount: 0
clock_network:
  cts_inserted_buffers: 5
  h-tree-depth: 2
  cts_tree: "built"
  cts_buffer_depth: 2
  post_cts_resize_count: 0
  cts_hold_buffers: 0
  post_cts_buffers: 0
  clkSlewWorstSetupHoldPaths_ns: 0.07
  cts-root-buf: "sky130_fd_sc_hd__clkbuf_8"
  clk_latency_ns: 0.28
critical_path:
  critPathKind: "reg -> reg"
  worst_ep_required_time_ns: 5.81
  number_of_cells_traversed_by_the_worst_register_to_register_path: 4
  worstSetupStartpointType: "flop"
  data_arrival_time_at_the_worst_slack_endpoint_ns: 2.07
  critPathCaptureType: "flop"
  critical_path.max_fanout: 11
grt:
  grt_pass1_wl_um: 5200
  first_global_vias: 1120
  grt_use_total_pct: 10.8
  maximum_number_of_pins_on_one_net_before_global_route_repair: 37
  globalRoute.totalOverflow: 0
  antenna_violations_before_repair: 0
power_and_ir_drop:
  total_leakage_power_nw: 0.984
  switching_share_pct: 20.1
  power_frac_comb_pct: 1.3
  power_switching_w: 0.0000881
  internal-power_w: 0.000350
  vdd.ir_drop.worst_uv: 126
  p_clk_share_pct: 44.3
  power_per_unit_of_standard_cell_area_nw_per_um2: 214
  power_frac_seq_pct: 54.4
route:
  detail_route.first_pass.iterations: 4
  dr.first_iter.drc_count: 66
  drt-vias-per-instance: 4.50
  avgRoutedWirePerCell_um: 11.8
  drt-total-wl_um: 2880
  insertedDiodeCount: 0
  detail-route-antenna-nets: 0
  drc: 0
  num_vias: 1099
place:
  hpwl_um: 2020
  dpl_worst_slack_ns: 3.68
  globalplace.congestion: 0.790
  buffer_ports.inserted: 14
  total_cell_area_at_the_placement_stage_um2: 1940
final_layout:
  drive_gt1_share_pct: 11.0
  relative_area_change_from_synthesis_to_final_layout_pct: 12.8
  finish.instance_area_um2: 2040
hold_path:
  worstHoldPathType: "reg -> reg"
  min_path_cells: 1
## registers in the layout, summed over array words and instances, names as in the netlist
signal	cells
u1.ck1	1
u1.conter	32
u2.ctrl	2
u2.seg	1
## synth_stat cells
cell / instances / area [um2]
sky130_fd_sc_hd__dfrtp_1: 36 / 901
sky130_fd_sc_hd__xor2_1: 20 / 175
sky130_fd_sc_hd__nor3_1: 12 / 60.1
sky130_fd_sc_hd__buf_4: 11 / 82.6
sky130_fd_sc_hd__xnor2_1: 11 / 96.3
sky130_fd_sc_hd__nand2_1: 10 / 37.5
sky130_fd_sc_hd__nor2_1: 10 / 37.5
sky130_fd_sc_hd__nand3_1: 9 / 45.0
sky130_fd_sc_hd__inv_1: 7 / 26.3
sky130_fd_sc_hd__nand4_1: 7 / 43.8
sky130_fd_sc_hd__nor4_1: 6 / 37.5
sky130_fd_sc_hd__and4_1: 4 / 35.0
sky130_fd_sc_hd__nor4_4: 3 / 63.8
sky130_fd_sc_hd__conb_1: 2 / 7.51
sky130_fd_sc_hd__ha_1: 2 / 25.0
sky130_fd_sc_hd__nor4b_1: 2 / 17.5
sky130_fd_sc_hd__and2_1: 1 / 6.26
sky130_fd_sc_hd__and3_1: 1 / 6.26
sky130_fd_sc_hd__and4_2: 1 / 10.0
sky130_fd_sc_hd__and4_4: 1 / 11.3
sky130_fd_sc_hd__buf_6: 1 / 11.3
sky130_fd_sc_hd__clkbuf_1: 1 / 3.75
sky130_fd_sc_hd__clkbuf_2: 1 / 5.00
sky130_fd_sc_hd__nand2_8: 1 / 20.0
sky130_fd_sc_hd__nand4_2: 1 / 12.5
sky130_fd_sc_hd__nand4_4: 1 / 21.3
sky130_fd_sc_hd__nor4_2: 1 / 12.5
## layout by cell type, fill, tap and decap left out, types with 4 or more instances in the layout
master,count
sky130_fd_sc_hd__dfrtp_1,36
sky130_fd_sc_hd__xor2_1,20
sky130_fd_sc_hd__clkdlybuf4s50_1,13
sky130_fd_sc_hd__nor3_1,12
sky130_fd_sc_hd__xnor2_1,11
sky130_fd_sc_hd__nand2_1,10
sky130_fd_sc_hd__nor2_1,10
sky130_fd_sc_hd__nand3_1,9
sky130_fd_sc_hd__inv_1,7
sky130_fd_sc_hd__nand4_1,7
sky130_fd_sc_hd__clkbuf_8,7
sky130_fd_sc_hd__nor4_1,6
sky130_fd_sc_hd__and4_1,4
## stage by stage
step | cells | power (W) | util (%)
2_1_floorplan | 163 | 0.000243 | -
3_3_place_gp | 236 | 0.000249 | 34.2
3_5_place_dp | 236 | 0.000249 | 34.2
4_1_cts | 244 | 0.000446 | 36.0
5_1_grt | 244 | 0.000454 | 36.0
6_report | 244 | 0.000438 | 36.0
## cell families (layout without fill, tap and decap cells)
| kind of cell | Yosys count | after routing |
|---|---|---|
| buffers and inverters | 21 | 30 |
| other | 2 | 2 |
| AND/OR/NAND/NOR | 71 | 71 |
| adder cells (fa/ha/maj) | 2 | 2 |
| XOR/XNOR | 31 | 31 |
| flip-flops | 36 | 36 |
## worst max-delay path: stages (launching register included)
cell                      delay [ns]
sky130_fd_sc_hd__dfrtp_1        0.44
sky130_fd_sc_hd__and4_1         0.28
sky130_fd_sc_hd__nand3_1        0.45
sky130_fd_sc_hd__nor4_1         0.45
sky130_fd_sc_hd__xor2_1         0.17
## worst paths after layout
path | startpoint | endpoint | slack, ns
max | u1.conter[5] | u1.conter[31] | 3.74
min | u1.conter[31] | u1.conter[31] | 0.48
max reg2reg | u1.conter[5] | u1.conter[31] | 3.74
min reg2reg | u1.conter[31] | u1.conter[31] | 0.48
max in group asynchronous | reset | u1.conter[29] | 4.41
min in group asynchronous | reset | u1.conter[11] | 0.86
## routing by layer
| layer | wire (um) | GRT usage [%] | part of all wire [%] |
|---|---|---|---|
| met5 | 0 | 0 | 0 |
| met4 | 60 | 1.82 | 2.1 |
| met3 | 81 | 2.44 | 2.8 |
| met2 | 1200 | 15.6 | 42 |
| met1 | 1540 | 17.2 | 53 |
## power by group through the flow
stage | combinational [W] | sequential [W] | clock (W)
after CTS | 0.00000625 | 0.000238 | 0.000201
final | 0.00000564 | 0.000238 | 0.000194
after global routing | 0.00000706 | 0.000238 | 0.000209
## final cells by class
| type | count | area (um2) |
|---|---|---|
| Tap cell | 72 | 90.1 |
| Timing Repair Buffer | 15 | 143 |
| Multi-Input combinational cell | 106 | 782 |
| Fill cell | 569 | 3630 |
| Clock inverter | 1 | 5.00 |
| Inverter | 7 | 26.3 |
| Sequential cell | 36 | 901 |
| Clock buffer | 7 | 96.3 |
No activity file was given, so power comes from the tool's default toggle rates.
